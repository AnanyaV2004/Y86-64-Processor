**/design/flow/run.sh**
```bash
#!/bin/bash
# OpenROAD 26Q1-2900-gdf79404cd8, Yosys 0.63+post, stock flow scripts
make -C /OpenROAD-flow-scripts/flow DESIGN_CONFIG=/design/flow/config.mk WORK_HOME=/design/flow/orfs finish
```
**/design/flow/design.v**
```verilog
module pcupdate(clk,icode,cnd,valC,valM,valP,pcnxt);
input [3:0] icode;
input cnd,clk;
input [63:0] valC,valM,valP;
output reg [63:0] pcnxt;
always@(posedge clk)begin
    case(icode)
        4'b0000: pcnxt <= 0;
        4'b0111:
        begin
            if(cnd == 1)
             pcnxt <= valC;
            else
              pcnxt<=valP;
        end
        4'b1000: pcnxt <= valC;
        4'b1001: pcnxt <= valM;
        default:pcnxt<=valP;
    endcase
end
endmodule
```
**/design/flow/constraint.sdc**
```tcl
current_design pcupdate

set clk_period 10.3
set clk_io_pct 0.2

create_clock -name clk0 -period $clk_period [get_ports {clk}]

set non_clock_inputs [all_inputs -no_clocks]
set_input_delay [expr $clk_period * $clk_io_pct] -clock clk0 $non_clock_inputs
set_output_delay [expr $clk_period * $clk_io_pct] -clock clk0 [all_outputs]
```
**/design/flow/config.mk**
```make
export PLATFORM = sky130hd
export DESIGN_NAME = pcupdate
export DESIGN_NICKNAME = pcupdate
export VERILOG_FILES = /design/flow/design.v
export SDC_FILE = /design/flow/constraint.sdc
export NUM_CORES = 4
export LEC_CHECK = 1
export CORE_AREA = 10 10 144 144
export DIE_AREA = 0 0 154 154
```
==> results.txt <==
flow finished, numbers: status completed, DR vias 3295, crit path kind primary input to register, biggest area cells dfxtp_1, a221o_1, mux2i_1, nor2_1, buf_6, YS chip area 0.00302 mm2, initial DRC count 151, arrival time at the worst endpoint 4.05 ns, placed instance count 753, largest net degree at the start of global routing 64, Top Registers pcnxt: 64 flops, Crit. End Element register, vias per cell 4.29, cts-stage hold buffer count 0, core area 0.0175 mm2, H-tree Lvls 3, Ports 262, max incr delay on CP 0.70 ns, die height 154 um, Hold Path Stages 2, Placement Setup Slack 6.09 ns, Top logic family AND-OR/OR-AND gates, Synth area leader dfxtp_1, ys flops 64, Slew @ Worst Pin 0.772 ns, AO/OA Area Share 0.216, post-synthesis cell area 0.00302 mm2, global-route wire length before repair 21.2 mm, Total Routing Usage GR 0.113, Leak 2.43 nW, routed len/inst 18.2 um, number of global-route vias before repair 3482, Post-DP HPWL 10.8 mm, mean area per synthesized cell 10.5 um2, Hold Path End pcnxt[1], RSZ-0062 raised after global routing no, fmax 260 MHz, total wire length 14.0 mm, GR Overflow Total 0, Crit Path Max Fanout 33, WP data required 10.51 ns, largest reg by FF count pcnxt, critical path's slowest cell or3b_2, Remaining DRCs 0, layout cells sized above 1 0.0424, TritonCTS Buffers 9, max reg flops 64, Yosys cell types 12, Worst Slack Setup Final 6.46 ns, RePlAce Congestion 0.848, post_cts resized 0, Final Util 0.346, Synth Warn # 1, worst relative slew slack 0.485, Max-area cell share 0.424, XORs/XNORs by Area 0, Initial Util 0.173, final hold violation count 0, Syn Inst Count 289, Clock transition at path regs 0.06 ns, non-filler cells, final 768, antenna violations before repair 0, # setup viols final 0, Post-CTS Setup Inserts 0, Pins Over Slew Limit 0, most used logic cell in the final layout clkdlybuf4s50_1, Filler Cell Count 1725, sequential area share after synthesis 0.424, Area growth, synth to finish 100%, clock sink total 64, ys cells 289, chip area 0.0237 mm2, Tcrit/Tclk final 0.373, max_cap viols 0, TNS Setup 0 ns, min-delay src valP[1], PortBufs 261, mux share 0.212, detailed-router iteration count before antenna repair 4, adder share 0, fin crit period 3.84 ns, CTS tree done, antenna cell count 0, hold crit path type primary input to register, PwrDens 123 mW/mm2, Cell Rows 48, Worst Setup Start Kind primary input, most frequent cells in the layout clkdlybuf4s50_1, nor2_1, mux2i_1, a221o_1, dfxtp_1, VDD IR-drop max 0.0708 mV, Die Wd 154 um, tally of OpenROAD warnings 25, post-route ant nets 0, critical-path cell list clkdlybuf4s50_1, or3b_2, buf_4, nor2_1, a221o_1, clock root buffer clkbuf_16, Simple-Gate Fraction of Synth Area 0.0911, CTS max path bufs 2
## synthesized netlist by cell type
master and instances:
or3b_1 1, and4b_1 1, buf_2 14, nand2b_1 1
dfxtp_1 64, a22oi_2 1, buf_6 7, a221o_1 64
nor2_1 65, and2_1 1, clkbuf_1 6, mux2i_1 64
## layout make-up
type,instances,area (um2),area share
tap,225,282,0.0465
sequential,64,1280,0.212
multi-input combinational,198,1570,0.259
timing repair buffer,266,2650,0.437
clock inverter,3,17.5,0.00289
clock buffer,12,256,0.0424
## cells by family (layout without fill, tap and decap cells)
kind of cell / count (synthesis) / after routing
buffers and inverters: 27 / 281
muxes: 64 / 64
AOI/OAI and AO/OA: 65 / 65
DFF: 64 / 64
and+or+nand+nor: 69 / 69
## worst max-delay path: cells and delay by family
kind | cells | cell delay (ns)
AND/OR/NAND/NOR | 2 | 0.80
AND-OR/OR-AND | 1 | 0.26
buffers and inverters | 2 | 0.91
## metal layers
layer / GRT usage / routed length (um)
met1: 0.141 / 5820
met2: 0.175 / 6230
met4: 0.0144 / 185
met5: 0 / 0
met3: 0.0603 / 1760
## worst max path at each step
stage | end | start | slack [ns]
final | pcnxt[60] | icode[3] | 6.46
after global routing | pcnxt[15] | icode[3] | 6.27
after CTS | pcnxt[60] | icode[3] | 6.46
## stage by stage
step / instance area [um2] / hold slack [ns] / power [W]
floorplan: 3020 / 2.20 / 0.000329
global placement: 5780 / 2.67 / 0.000467
detailed placement: 5780 / 2.67 / 0.000468
CTS: 6050 / 2.31 / 0.000761
global route: 6050 / 2.32 / 0.000782
finish: 6050 / 2.34 / 0.000743
## power by group
part	switching, W	internal (W)	total, W
combinational	0.0000508	0.000133	0.000183
clock	0.000109	0.000174	0.000282
sequential	0.00000614	0.000271	0.000277
Power figures rest on the tool's default switching activity, not on a simulated workload.
